[design.v]
module clock_divider #(parameter DIVISOR = 100_000_000)(
    input clk,
    input rst,
    output reg clk_out
);
    reg [31:0] counter = 0;
    always @(posedge clk or posedge rst) begin
        if (rst) begin
            counter <= 0;
            clk_out <= 0;
        end else if (counter == DIVISOR/2 - 1) begin
            counter <= 0;
            clk_out <= ~clk_out;
        end else begin
            counter <= counter + 1;
        end
    end
endmodule
module digital_clock_top(
    input clk, rst,
    output [6:0] seg,
    output [5:0] an
);
    wire clk_1hz;
    wire [5:0] sec, min;
    wire [4:0] hour;
    clock_divider div(.clk(clk), .rst(rst), .clk_out(clk_1hz));
    time_counter counter(.clk_1hz(clk_1hz), .rst(rst), .sec(sec), .min(min), .hour(hour));
    display_mux disp(
        .clk(clk), .rst(rst),
        .d0(sec % 10), .d1(sec / 10),
        .d2(min % 10), .d3(min / 10),
        .d4(hour % 10), .d5(hour / 10),
        .an(an), .seg(seg)
    );
endmodule
module display_mux(
    input clk, rst,
    input [3:0] d0, d1, d2, d3, d4, d5,
    output reg [5:0] an,
    output [6:0] seg
);
    reg [2:0] sel = 0;
    wire [3:0] digit;
    always @(posedge clk or posedge rst) begin
        if (rst) sel <= 0;
        else sel <= sel + 1;
    end
    always @(*) begin
        case (sel)
            0: an = 6'b111110;
            1: an = 6'b111101;
            2: an = 6'b111011;
            3: an = 6'b110111;
            4: an = 6'b101111;
            5: an = 6'b011111;
            default: an = 6'b111111;
        endcase
    end
    assign digit = (sel == 0) ? d0 :
                   (sel == 1) ? d1 :
                   (sel == 2) ? d2 :
                   (sel == 3) ? d3 :
                   (sel == 4) ? d4 : d5;
    seg7_decoder dec(.digit(digit), .seg(seg));
endmodule
module seg7_decoder(
    input [3:0] digit,
    output reg [6:0] seg
);
    always @(*) begin
        case (digit)
            4'd0: seg = 7'b1000000;
            4'd1: seg = 7'b1111001;
            4'd2: seg = 7'b0100100;
            4'd3: seg = 7'b0110000;
            4'd4: seg = 7'b0011001;
            4'd5: seg = 7'b0010010;
            4'd6: seg = 7'b0000010;
            4'd7: seg = 7'b1111000;
            4'd8: seg = 7'b0000000;
            4'd9: seg = 7'b0010000;
            default: seg = 7'b1111111;
        endcase
    end
endmodule
module time_counter(
    input clk_1hz, rst,
    output reg [5:0] sec,
    output reg [5:0] min,
    output reg [4:0] hour
);
    always @(posedge clk_1hz or posedge rst) begin
        if (rst) begin
            sec <= 0; min <= 0; hour <= 0;
        end else begin
            if (sec == 59) begin
                sec <= 0;
                if (min == 59) begin
                    min <= 0;
                    if (hour == 23)
                        hour <= 0;
                    else
                        hour <= hour + 1;
                end else
                    min <= min + 1;
            end else
                sec <= sec + 1;
        end
    end
endmodule
[run.sh]
#!/bin/bash
# OpenROAD 26Q1-2900-gdf79404cd8, Yosys 0.63+post, stock flow scripts
make -C /OpenROAD-flow-scripts/flow DESIGN_CONFIG=/design/flow/config.mk WORK_HOME=/design/flow/orfs finish
[config.mk]
export PLATFORM = sky130hd
export DESIGN_NAME = digital_clock_top
export DESIGN_NICKNAME = digital_clock_top
export VERILOG_FILES = /design/flow/design.v
export SDC_FILE = /design/flow/constraint.sdc
export NUM_CORES = 4
export LEC_CHECK = 1
export CORE_UTILIZATION = 40
[constraint.sdc]
current_design digital_clock_top

set clk_period 8.0
set clk_io_pct 0.2

create_clock -name clk0 -period $clk_period [get_ports {clk}]

set non_clock_inputs [all_inputs -no_clocks]
set_input_delay [expr $clk_period * $clk_io_pct] -clock clk0 $non_clock_inputs
set_output_delay [expr $clk_period * $clk_io_pct] -clock clk0 [all_outputs]
==> results.yml <==
# generated from flow reports
run_status:
  status: "finished, final reports clean"
sta:
  finalClockPeriodUsage: 0.9429
  setup_viol: 0
  grt_setup_unrepaired: "false"
  finalCriticalPeriod_ns: 7.543
  final_hold_viol_count: 0
  worst_pin_slew_ns: 0.8453
  skew_ns: 0.004149
  unclocked_pins: 17
  fin_tns_setup_ns: 0
  max_freq_ghz: 0.1326
  drv_slew: 0
  untimed_endpoints: 17
  slew_headroom: 0.4365
  layout_setup_ws_ns: 0.4567
logic_synthesis:
  ys_cells: 439
  logic_family: "simple AND/OR/NAND/NOR gates"
  yosysTopAreaCellShare: 0.3418
  ys_sh_mux: 0.05192
  synthAdderAreaFrac: 0.06772
  simple_gate_area_frac: 0.2409
  synth_cells: 439
  syn_area_per_cell_um2: 8.838
  ys_area_um2: 3880
  ys_seq_frac: 0.3418
  synth_flops: 53
  synthXorXnorAreaFrac: 0.06998
  async_flop_share: 1.000
  ff_type: "dfrtp_1"
  yosys_warnings: 10
  top_cells_by_area: "dfrtp_1, ha_1, nor2_1"
  syn_area_um2: 3880
  synth_cell_type_count: 72
  netlist.top_cell.by_area: "dfrtp_1"
  synth-edff-count: 0
  ys_sh_aoi: 0.1874
drt:
  drc_errors: 0
  viasPerCell: 5.420
  insertedDiodeCount: 0
  dr.pass1.iters: 6
  antenna_left: 0
  drt_iter0_drc: 143
  wl_um: 7627
  post_drt_wl_per_cell_um: 13.13
  vias: 3149
placed_design:
  dp_slack_ns: 0.8319
  hpwl_um: 5663
  gp_congestion: 0.8602
  dpl_cell_area_um2: 4158
  portBuffers: 14
die:
  ios: 15
  die_height_um: 100.5
  fp_util: 0.4160
  fp-row-count: 35
  core_area_um2: 9328
  die_width_um: 100.5
  dieArea_um2: 10100
global_routing:
  gr-usage-all-layers: 0.1682
  grt_overflow: 0
  grt_pass1_wl_um: 13590
  grt_max_degree: 54
  grt_antenna_before_repair: 0
  first_global_vias: 2923
run:
  warning_count: 34
  drv_cap: 0
clock_tree:
  h-tree-depth: 2
  root_buffer: "clkbuf_8"
  clock.latency.late_pin_ns: 0.28
  cts_made_buffers: 5
  post_cts_resized: 0
  cts_tree: "yes"
  postCtsSetupRepairBufs: 0
  clk_transition_reported_paths_ns: 0.07
  cts_hold_buf: 0
  cts_buffer_depth: 2
finish:
  layout-drive-gt1-share: 0.07965
  final_util: 0.4551
  n_fill_cell: 893
  lay_top_count: "dfrtp_1"
  logic_area_um2: 2402
  layout_top_cells: "dfrtp_1, nor2_1, nand2_1"
  synthToLayoutAreaGrowth_pct: 9.416
  flop_area_um2: 1326
  stdcell_area_um2: 4245
power_and_ir_drop:
  ir_worst_vdd_mv: 0.08094
  power_density_nw_per_um2: 73.64
  power_leakage_nw: 1.907
  fin_total_pwr_mw: 0.3126
setup_path:
  end_kind: "output port"
  arrival_ns: 5.94
  crit_type: "reg2out"
  required_ns: 6.40
  cp_max_fo: 17
  startpoint_type: "flip-flop"
worst_hold_path:
  hp-class: "reg2reg"
power by group:
part	internal [mW]	switching, mW	total [mW]
Clock	0.0606	0.0644	0.125
Sequential	0.182	0	0.182
Combinational	0.000794	0.00509	0.00588
sequential cells by signal, summed over array words and instances (netlist names):
| name | cells |
|---|---|
| div.counter | 32 |
| counter.min | 6 |
| counter.sec | 6 |
| counter.hour | 5 |
| disp.sel | 3 |
| div.clk_out | 1 |
layer usage:
layer,global-route usage,wire (um),up-vias
met1,0.2727,3994,1478
met2,0.2603,3410,36
li1,-,-,1629
met3,0.01693,159,6
met5,0,0,-
met4,0.01672,63,0
cells by family (layout without fill, tap and decap cells):
kind of cell,count (synthesis),in the layout
buffers and inverters,38,51
xor gates and xnor gates,31,31
and+or+nand+nor,180,180
muxes,19,19
adders and majority gates,21,21
DFF,53,53
AOI/OAI and AO/OA,97,97
cell usage after synthesis, types with 10 or more instances:
cell	n
mux2i_1	10
dfrtp_1	53
nand2_1	37
inv_1	23
nand3_1	30
a21oi_1	14
o21ai_0	20
ha_1	21
nor2_1	43
xnor2_1	16
xor2_1	15
cell type report:
class,instances,area share
clock buffer,5,0.01621
clock inverter,3,0.004421
inverter,24,0.02122
multi-input combinational,348,0.5659
sequential,53,0.3124
tap,129,0.03802
timing repair buffer,19,0.04185
worst paths after layout:
| path | startpoint | to | slack [ns] | cells past startpoint |
|---|---|---|---|---|
| max | disp.sel[0] | seg[1] | 0.46 | 19 |
| min | div.counter[31] | div.counter[31] | 0.48 | 1 |
| max reg2reg | div.counter[0] | div.counter[22] | 5.46 | 8 |
| min reg2reg | div.counter[31] | div.counter[31] | 0.48 | 1 |
| max in group asynchronous | rst | div.counter[15] | 5.75 | 3 |
| min in group asynchronous | rst | disp.sel[2] | 1.82 | 3 |
metrics by stage:
step                      cells  hold WS, ns
after floorplan             439       0.4471
after global placement      573       0.4622
after detailed placement    573       0.4665
after CTS                   581       0.4827
after global routing        581       0.5096
final                       581       0.4815
worst max-delay path, stage by stage (launching register included):
cell             delay, ns
dfrtp_1               0.40
inv_1                 0.10
ha_1                  0.48
o21ba_2               0.25
o211a_2               0.32
clkinv_1              0.27
ha_1                  0.33
nand2b_1              0.16
ha_1                  0.30
nor2b_1               0.17
nand2_1               0.09
o211ai_1              0.24
nand3_1               0.19
or3_1                 0.40
a211o_1               0.34
a31oi_2               0.39
ha_1                  0.31
or2_2                 0.29
a21oi_1               0.14
clkdlybuf4s50_1       0.47
Power and IR drop assume default switching activity.
